==> flow/design.v <==
module ins_parse(
    output wire [5:0] opcode, 
    output reg [4:0] rs, rt, rd, bo, bi, 
    output reg aa, lk, rc, oe,
    output reg [9:0] xox,
    output reg [8:0] xoxo, 
    output reg [15:0] si, 
    output reg [13:0] bd, ds,
    output reg [1:0] xods, 
    output reg [23:0] li,
    input [31:0] instruction, p_count
);
    assign opcode = instruction[31:26];
    always @(instruction) 
    begin
        rs = 5'b00000;
        rt = 5'b00000;
        rd = 5'b00000;
        bo = 5'b00000;
        bi = 5'b00000;
        aa = 1'b0;
        lk = 1'b0;
        rc = 1'b0;
        oe = 1'b0;
        xox = 10'b0000000000;
        xoxo = 9'b000000000;
        si = 16'b0000000000000000;
        bd = 14'b00000000000000;
        ds = 14'b00000000000000;
        xods = 2'b00;
        li = 24'b000000000000000000000000;
        if(opcode == 6'd31 & (instruction[9:1] == 9'd266 | instruction[9:1] == 9'd40))
        begin
            rd = instruction[25:21];
            rs = instruction[20:16];
            rt = instruction[15:11];
            oe = instruction[10];
            xoxo = instruction[9:1];
            rc = instruction[0];
        end
        else if(opcode == 6'd31)
        begin
            rd = instruction[25:21];
            rs = instruction[20:16];
            rt = instruction[15:11];
            xox = instruction[10:1];
            rc = instruction[0];
        end
        else if(opcode == 6'd14 | opcode == 6'd15 | opcode == 6'd28 | opcode == 6'd24 | opcode == 6'd26 | opcode == 6'd32 | opcode == 6'd36 | opcode == 6'd37 |opcode == 6'd40 | opcode == 6'd42 |opcode == 6'd44 |opcode == 6'd34 |opcode == 6'd38)
        begin
            rd = instruction[25:21];
            rs = instruction[20:16];   
            si = instruction[15:0];
        end
        else if(opcode == 6'd19)
        begin
            bo = instruction[25:21];
            bi = instruction[20:16];
            bd = instruction[15:2];
            aa = instruction[1];
            lk = instruction[0];
        end
        else if(opcode == 6'd18)
        begin
            li = instruction[25:2];
            aa = instruction[1];
            lk = instruction[0];
        end
        else
        begin
            rd = instruction[25:21];
            rs = instruction[20:16];
            ds = instruction[15:2];
            xods = instruction[1:0];
        end
    end
endmodule
==> flow/run.sh <==
#!/bin/bash
# OpenROAD 26Q1-2900-gdf79404cd8, Yosys 0.63+post, stock flow scripts
make -C /OpenROAD-flow-scripts/flow DESIGN_CONFIG=/design/flow/config.mk WORK_HOME=/design/flow/orfs finish
==> flow/config.mk <==
export PLATFORM = sky130hd
export DESIGN_NAME = ins_parse
export DESIGN_NICKNAME = ins_parse
export VERILOG_FILES = /design/flow/design.v
export SDC_FILE = /design/flow/constraint.sdc
export NUM_CORES = 4
export LEC_CHECK = 1
export CORE_AREA = 10 10 104 104
export DIE_AREA = 0 0 114 114
==> flow/constraint.sdc <==
current_design ins_parse

set clk_period 3.8
set clk_io_pct 0.2

create_clock -name clk0 -period $clk_period

set non_clock_inputs [all_inputs -no_clocks]
set_input_delay [expr $clk_period * $clk_io_pct] -clock clk0 $non_clock_inputs
set_output_delay [expr $clk_period * $clk_io_pct] -clock clk0 [all_outputs]
==> reports/metrics.cfg <==
[global_route]
grt_max_degree = 17
grt_overflow_total = 0
grt_usage_pct = 9.98
grt_pass1_wl_um = 10500
antenna_found_initial = 0
grt_pass1_vias = 1744

[final_layout]
layout_top_cells = clkdlybuf4s50_1 (151), and2_1 (71), a21boi_0 (14), nor3b_1 (13), buf_4 (13)
nFlopsAndLatches = 0
logic_area_sq_um = 940
mostFrequentLayoutCell = clkdlybuf4s50_1
seq_area_sq_um = 0
areaGrowthSynthToFinish_pct = 148
fillerInstances = 928
fin_area_sq_mm = 0.00274
clockBufferCount = 0
drive_gt1_share_pct = 6.65

[worst_setup_path]
cp-start-kind = primary input
worstPathMaxFanout = 16
cp-end-kind = output pin
worstPathRequired_ns = 3.04
criticalPathCategory = primary input to output pin
arrival_ns = 2.78

[floorplanning]
die_x_um = 114
coreArea_sq_mm = 0.00868
chipHeight_um = 114
row_count = 34
fp_util_pct = 12.7
die_area_sq_mm = 0.0130
pin_count = 188

[yosys]
yosysChipArea_sq_mm = 0.00110
mappedNetlistArea_sq_mm = 0.00110
synth.distinct_cells = 31
ys_seq_share_pct = 0
ys_cells = 168
syn-instance-count = 168
avgSynthCellArea_sq_um = 6.56
yosys_warnings = 1

[route]
wl_um = 7010
avgViaCountPerCell = 3.94
diodes = 0
drc_errors = 0
wl_per_cell_um = 16.5
vias = 1669
drt-initial-drc-count = 110
drt_pass1_iterations = 4
ant_nets = 0

[sta]
fin_crit_ns = 3.54
setup_viol = 0
slew_violations = 0
fmax_ghz = 0.283
fin_crit_sh_pct = 93.1
hold_viol = 0
setup_tns_ns = 0
rsz0062_at_grt = no
whs_ns = 2.39

[clock_tree]
postCtsHoldBufs = 0

[flow_run]
warnings = 64
drv_cap = 0

[placement]
dpl.hpwl_um = 5980
gp_congestion = 0.795
portBuffers = 151
placed_area_sq_mm = 0.00273

[power_and_ir_drop]
powerDensity_mw_per_mm2 = 64.0
totalPowerFinal_mw = 0.175
ir_drop_v = 0.0000418
p_leak_nw = 1.00

[min_path]
hold_path.class = primary input to output pin

[outcome]
outcome = completed

==> through the flow <==
stage | util, % | std cells | worst slack (ns)
after floorplan | - | 172 | 1.35
after global placement | 31.5 | 424 | 0.210
after detailed placement | 31.5 | 424 | 0.193
after CTS | 31.5 | 424 | 0.186
after global routing | 31.6 | 424 | 0.0860
final | 31.6 | 424 | 0.261
==> cell usage after synthesis <==
cell type,number,area share (%)
o21ai_2,1,0.79
nand3_1,2,0.91
and2_1,71,40
inv_1,4,1.4
nand2_1,4,1.4
nand3b_1,2,1.4
nor3_1,7,3.2
a31oi_2,1,1.1
o21a_1,1,0.68
nor2_1,5,1.7
nand4_1,1,0.57
o2111ai_1,1,0.79
buf_6,5,5.1
clkbuf_1,3,1.0
and3_1,1,0.57
nor3b_1,13,8.9
nor2_4,2,2.0
conb_1,1,0.34
and2b_1,2,1.4
buf_4,12,8.2
buf_2,2,0.91
a31o_2,1,0.79
nor4_1,1,0.57
or3_1,1,0.57
nand4b_1,1,0.79
nor4b_1,1,0.79
a21oi_1,3,1.4
o21ai_1,1,0.45
a21boi_0,14,9.5
o311a_1,1,0.91
nor2b_1,3,1.7
==> logic make-up after synthesis <==
logic type	share of synthesized area, %
AND-OR/OR-AND	16.5
buffers and inverters	16.6
other	0.340
AND/OR/NAND/NOR	66.6
==> path summary, 6_finish.rpt <==
check                            from  cells past startpoint  slack (ns)         to
worst max-delay path  instruction[27]                      8        0.26      ds[7]
worst min-delay path  instruction[27]                      2        2.39  opcode[1]
==> worst max-delay path, stage by stage <==
cell and delay, ns:
clkdlybuf4s50_1 0.50, buf_4 0.15, and2b_1 0.19, o21ai_2 0.14, a31oi_2 0.10, buf_4 0.21, nor3b_1 0.20, clkdlybuf4s50_1 0.52
==> area by class of cell <==
type | instances | area share (%)
inverter | 4 | 0.548
timing repair buffer | 166 | 60.2
multi-input combinational | 146 | 34.3
tap | 108 | 4.93
==> routing by layer <==
layer,vias to the layer above,share of wire [%],track usage (%)
met1,740,41,12.3
met5,-,0,0
li1,837,-,-
met3,2,12,4.15
met4,0,0.16,0.0835
met2,90,47,16.8
==> repair_timing <==
action / in CTS / in global routing
setup endpoints to repair: 0 / 1
buffers inserted: 0 / 0
resized: 0 / 1
==> power breakdown <==
| part | total, mW | switching [mW] | leakage, nW | internal [mW] |
|---|---|---|---|---|
| clock network | 0 | 0 | 0 | 0 |
| logic | 0.175 | 0.0595 | 1.00 | 0.116 |
| registers | 0 | 0 | 0 | 0 |
| total | 0.175 | 0.0595 | 1.00 | 0.116 |
Power is estimated from default activity; no workload was simulated.
